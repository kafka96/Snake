<file path="./run.sh">
#!/bin/bash
# OpenROAD 26Q1-2900-gdf79404cd8, Yosys 0.63+post, stock flow scripts
make -C /OpenROAD-flow-scripts/flow DESIGN_CONFIG=/design/flow/config.mk WORK_HOME=/design/flow/orfs finish
</file>
<file path="./config.mk">
export PLATFORM = sky130hd
export DESIGN_NAME = display_controller
export DESIGN_NICKNAME = display_controller
export VERILOG_FILES = /design/flow/design.v
export SDC_FILE = /design/flow/constraint.sdc
export NUM_CORES = 4
export LEC_CHECK = 1
export CORE_AREA = 10 10 96 96
export DIE_AREA = 0 0 106 106
</file>
<file path="./constraint.sdc">
current_design display_controller

set clk_period 2.9
set clk_io_pct 0.2

create_clock -name clk0 -period $clk_period [get_ports {clk}]

set non_clock_inputs [all_inputs -no_clocks]
set_input_delay [expr $clk_period * $clk_io_pct] -clock clk0 $non_clock_inputs
set_output_delay [expr $clk_period * $clk_io_pct] -clock clk0 [all_outputs]
</file>
<file path="./design.v">
`timescale 1ns / 1ps
module display_controller (
		input logic clk, clear,
		input logic [3:0] enables, 
		input logic [3:0] digit3, digit2, digit1, digit0,
		output logic [3:0] AN,
		output logic [6:0] C,
		output logic DP
		);
		logic [3:0] current_digit, cur_dig_AN;
		logic [6:0] segments;
	assign AN = ~(enables & cur_dig_AN); 
      	assign C = ~segments;     	 
      	assign DP = 1;            	 
	logic [18:0] count, nextcount;
	always_ff @(posedge clk)
		if(clear) count <= 0;
		else count <= nextcount;
	always_comb
		nextcount = count + 1;
	always_comb
	   case (count[18:17])
		2'b00: begin current_digit = digit3; cur_dig_AN = 4'b1000; end  
		2'b01: begin current_digit = digit2; cur_dig_AN = 4'b0100; end
		2'b10: begin current_digit = digit1; cur_dig_AN = 4'b0010; end
		2'b11: begin current_digit = digit0; cur_dig_AN = 4'b0001; end
	   endcase	   
	always_comb begin
	if(clear)
	   segments = 7'b1111110;
   else
		case (current_digit)
		4'b0000: segments = 7'b111_1110;   
		4'b0001: segments = 7'b011_0000;   
		4'b0010: segments = 7'b110_1101;   
		4'b0011: segments = 7'b111_1001;   
		4'b0100: segments = 7'b011_0011;   
		4'b0101: segments = 7'b101_1011;   
		4'b0110: segments = 7'b101_1111;   
		4'b0111: segments = 7'b111_0000;   
		4'b1000: segments = 7'b111_1111;   
		4'b1001: segments = 7'b111_0011;   
		4'b1010: segments = 7'b111_0111;   
		4'b1011: segments = 7'b001_1111;   
		4'b1100: segments = 7'b000_1101;   
		4'b1101: segments = 7'b011_1101;   
		4'b1110: segments = 7'b100_1111;   
		4'b1111: segments = 7'b100_0111;   
		default: segments = 7'bxxx_xxxx;
		endcase		
    end
endmodule
</file>
==> flow_metrics.env <==
# source this file to load flow results
export IMPL_power_density_nw_per_um2=302
export IMPL_period_needed_ps=2820
export IMPL_syn_inst=146
export IMPL_worstSetupPathType="input port to output pin"
export IMPL_log_warning_count=31
export IMPL_mux_share_pct=12.6
export IMPL_start_kind="input port"
export IMPL_end_kind="output pin"
export IMPL_final_core_util_pct=26.3
export IMPL_synth_seq_share_pct=29.2
export IMPL_grt_setup_unrepaired="false"
export IMPL_clock_sinks=19
export IMPL_cts_buffers_inserted=3
export IMPL_dp_hpwl_um=2470
export IMPL_regMostFlops="count"
export IMPL_worstSkewPairLatency_ps=250
export IMPL_dp_cells=274
export IMPL_num_io_pins=34
export IMPL_die_w_um=106
export IMPL_core_sq_um=7210
export IMPL_drc=0
export IMPL_place_area_sq_um=1720
export IMPL_std_cell_rows=31
export IMPL_hold_viol_final=0
export IMPL_synth_seq_cells=19
export IMPL_p_leak_uw=0.000758
export IMPL_grt_max_degree=22
export IMPL_topCombFamilyByArea="simple AND/OR/NAND/NOR gates"
export IMPL_synth_area_yosys_sq_um=1300
export IMPL_grt_antenna_before_repair=0
export IMPL_layout_drive_gt1_share_pct=24.3
export IMPL_syn_avg_cell_area_sq_um=8.91
export IMPL_synth_adder_area_share_pct=7.69
export IMPL_hold_path_class="register to register"
export IMPL_die_h_um=106
export IMPL_drt_iter0_drc=45
export IMPL_layoutNonFillerInstCount=288
export IMPL_maxCapViolations=0
export IMPL_wl_um=3410
export IMPL_async_flop_share_pct=0
export IMPL_ys_warn_count=1
export IMPL_fin_crit_sh_pct=97.2
export IMPL_setup_tns_ps=0
export IMPL_top_regs="count x19"
export IMPL_design_area_sq_um=1900
export IMPL_grt_pass1_wl_um=5550
export IMPL_final_cell_mix="nor2_1 (19), dfxtp_1 (19), clkdlybuf4s50_1 (17)"
export IMPL_first_pass_iters=2
export IMPL_antennaDiodeCount=0
export IMPL_portBuffers=32
export IMPL_reg2reg_slack_ps=1270
export IMPL_vias_per_cell=4.04
export IMPL_cts_clk_slew_worst_paths_ps=70
export IMPL_gr_total_overflow=0
export IMPL_max_stage_delay_ps=550
export IMPL_num_vias=1163
export IMPL_die_area_sq_um=11200
export IMPL_skew_ps=4.28
export IMPL_ys_flop_type="dfxtp_1"
export IMPL_ant_nets=0
export IMPL_track_usage_pct=5.88
export IMPL_synthToLayoutAreaGrowth_pct=45.8
export IMPL_htree_num_levels=1
export IMPL_status="finished, final reports clean"
export IMPL_required_ps=2320
export IMPL_synth_edff_count=0
export IMPL_cts_hold_buf=0
export IMPL_irDropWorstVdd_v=0.000177
export IMPL_slowest_stage="mux4_2"
export IMPL_setup_violations=0
export IMPL_wl_per_cell_um=11.9
export IMPL_cts_root_buf="clkbuf_8"
export IMPL_drv_slew=0
export IMPL_synth_stat_cells=146
export IMPL_grt_pass1_vias=1125
export IMPL_aoi_share_pct=9.23
export IMPL_simple_gate_area_share_pct=23.7
export IMPL_arrival_ps=2240
export IMPL_yosysUniqueCellTypes=36
export IMPL_initCoreUtil_pct=18.0
export IMPL_largest_reg_flops=19
export IMPL_fmax_mhz=355
export IMPL_cts_buffer_depth=2
export IMPL_netlist_area_sq_um=1300
export IMPL_gp_congestion=0.782
export IMPL_power_total_uw=572
export IMPL_crit_fanout=4
export IMPL_path_cells="dlygate4sd2_1 > mux4_2 > buf_4 > buf_6 > inv_2 > ha_1 > o21ai_1 > o22ai_1 > clkbuf_2"
export IMPL_tritoncts="built"
export IMPL_xor_area_share_pct=8.75
==> per-layer routing <==
metal  vias up  wire [um]  GRT usage, %
met4         0         51         0.870
li1        594          -             -
met2        19       1610          9.63
met1       546       1630          7.80
met3         4        123          1.53
met5         -          0             0
==> Yosys cell counts, drive strengths merged (2+ instances only) <==
master / count / area share [%]
a21oi: 5 / 1.9
and3: 3 / 1.4
and4: 3 / 2.0
buf: 8 / 5.7
clkbuf: 4 / 1.2
dfxtp: 19 / 29
ha: 8 / 7.7
inv: 6 / 1.7
mux2i: 4 / 3.1
mux4: 5 / 9.5
nand2: 8 / 2.5
nand2b: 2 / 0.96
nand3: 9 / 3.5
nand3b: 2 / 1.2
nand4: 5 / 2.4
nor2: 19 / 5.5
o21ai: 7 / 2.7
o22ai: 2 / 0.96
or3: 4 / 1.9
xnor2: 2 / 1.3
xor2: 11 / 7.4
==> cell families (layout without fill, tap and decap cells) <==
family,count (synthesis),count (layout)
DFF,19,19
AOI/OAI and AO/OA,19,19
adders and majority gates,8,8
buffers and inverters,18,61
xor gates and xnor gates,13,13
other,1,1
and+or+nand+nor,59,59
muxes,9,9
==> power by group <==
part           switching, uW  internal (uW)
logic                   46.4           73.5
registers               2.77            264
clock network           87.8           97.6
==> final cells by class <==
cell class | instances | area [sq um]
multi-input combinational | 109 | 860
tap | 99 | 124
clock buffer | 4 | 45.0
timing repair buffer | 51 | 460
fill | 770 | 5320
sequential | 19 | 380
inverter | 6 | 27.5
==> worst max-delay path, delay by kind of cell <==
kind                       cells  cell delay, ps
buffers and inverters          5             720
muxes                          1             550
AOI/OAI and AO/OA              2             240
adders and majority gates      1             140
==> worst paths after layout <==
kind | startpoint | endpoint | cells after the start
min | count[0]$_SDFF_PP0_ | count[0]$_SDFF_PP0_ | 1
max reg2reg | count[0]$_SDFF_PP0_ | count[16]$_SDFF_PP0_ | 5
min reg2reg | count[0]$_SDFF_PP0_ | count[0]$_SDFF_PP0_ | 1
max | digit0[1] | C[6] | 9
==> repair_timing <==
item                       4_1_cts  5_1_grt
buffers inserted                 9        1
pin swaps                        6        5
gates resized                   34       18
setup endpoints to repair        7        7
==> metrics by stage <==
| step | hold WS (ps) | setup WS, ps |
|---|---|---|
| after detailed placement | 455 | -481 |
| after global placement | 442 | -468 |
| after floorplan | 426 | 542 |
| final | 468 | 81.9 |
| after global routing | 502 | 18.9 |
| after CTS | 472 | -127 |
No activity file was given, so power comes from the tool's default toggle rates.
