<file path="flow/config.mk">
export PLATFORM = sky130hd
export DESIGN_NAME = led_matrix_display
export DESIGN_NICKNAME = led_matrix_display
export VERILOG_FILES = /design/flow/design.v
export SDC_FILE = /design/flow/constraint.sdc
export NUM_CORES = 4
export LEC_CHECK = 1
export CORE_UTILIZATION = 30
</file>
<file path="flow/constraint.sdc">
current_design led_matrix_display

set clk_period 6.0
set clk_io_pct 0.2

create_clock -name clk0 -period $clk_period [get_ports {CLK}]

set non_clock_inputs [all_inputs -no_clocks]
set_input_delay [expr $clk_period * $clk_io_pct] -clock clk0 $non_clock_inputs
set_output_delay [expr $clk_period * $clk_io_pct] -clock clk0 [all_outputs]
</file>
<file path="flow/design.v">
`timescale 1ns / 1ps
module clk_converter(input logic clk, clr, input logic [26:0]size, output logic y);
    logic [26:0] count, nextcount;
    always_ff @(posedge clk)begin
        if(clr)begin
            count <= 0;
            y <= 0;
            end
        else if(count == size)begin
            count <= 0;
            y <= ~y;
            end
        else if(count == size / 2)begin
            count <= nextcount;
            y <= ~y;
            end
        else
            count <= nextcount;
    end  
    always_comb
        nextcount = count + 1;
endmodule
`timescale 1ns / 1ps
module disp_col(input logic CLK, input logic [24:0] out, output logic ST_CP, SH_CP, output logic data);
       logic [7:0]count;
       logic in;
       logic [26:0] size;
       initial begin
           ST_CP <= 1'b0;
           data <= 1'b0;
           count = 8'd1;
           in <= 1'b0;
           size = 27'b000000000000000000110100011;
       end
       always_ff @(posedge SH_CP) begin
           case(count)
            0: in <= out[count];
            1: in <= out[count];
            2: in <= out[count];
            3: in <= out[count];
            4: in <= out[count];
            5: in <= out[count];
            6: in <= out[count];
            7: in <= out[count];
            8: in <= out[count];
            9: in <= out[count];
            10: in <= out[count];
            11: in <= out[count];
            12: in <= out[count];
            13: in <= out[count];
            14: in <= out[count];
            15: in <= out[count];
            16: in <= out[count];
            17: in <= out[count];
            18: in <= out[count];
            19: in <= out[count];
            20: in <= out[count];
            21: in <= out[count];
            22: in <= out[count];
            23: in <= out[count];
            24: in <= 1'b1;
           endcase
           if(count <= 8'd24) begin
                ST_CP <= 1'b0;
                count <= count + 1;       
           end
           else if( (out[16 +: 8] == 8'b11111111) && (count <= 8'd25) )begin
                count <= count + 1;
                ST_CP <= 1'b0;
                end
           else begin
                ST_CP <= 1'b1;
                count <= 8'd0;
           end
           data <= in;
       end
     clk_converter c1(CLK, 0, size, SH_CP);
endmodule
`timescale 1ns / 1ps
module led_matrix_display(input logic CLK, input logic [63:0] info, input logic [2:0] c,r, output logic [7:0]row, output logic ST_CP, SH_CP, OE, MR, 
                   output logic data);
           logic [23:0] out;
           logic [7:0] col;
           logic [7:0] green;
           initial begin
           MR <= 1'b1;
           OE <= 1'b0;
           col <= 8'b10000000;
           out <= 24'b01111111_10000000_00000000;
           green <= 8'b00000000;
           end
           always_ff @(posedge ST_CP)
               case(col)
               8'b10000000: begin
                    if(c == 3'b011)
                        green[r] <= 1'b1;
                    else
                        green <= 8'b0;
                    out <= {info[16 +: 8], 8'b0, green};
                    col <= 8'b01000000;
               end
               8'b01000000: begin
                    if( c== 3'b100)
                        green[r] <= 1'b1;
                    else
                        green <= 8'b0;
                    out <= {info[24 +: 8], 8'b0, green};
                    col <= 8'b00100000;
               end
               8'b00100000: begin
                    if(c == 3'b101)
                        green[r] <= 1'b1;
                    else
                        green <= 8'b0;
                    out <= {info[32 +: 8], 8'b0, green};
                    col <= 8'b00010000;
               end
               8'b00010000: begin
                    if(c == 3'b110)
                        green[r] <= 1'b1;
                    else
                        green <= 8'b0;
                    out <= {info[40 +: 8], 8'b0, green};
                    col <= 8'b00001000;
               end
               8'b00001000: begin
                    if(c == 3'b111)
                        green[r] <= 1'b1;
                    else
                        green <= 8'b0;
                    out <= {info[48 +: 8], 8'b0, green};
                    col <= 8'b00000100;
               end
               8'b00000100: begin
                    if(c == 3'b000)
                        green[r] <= 1'b1;
                    else
                        green <= 8'b0;
                    out <= {info[56 +: 8], 8'b0, green};
                    col <= 8'b00000010;
               end
               8'b00000010: begin
                    if(c == 3'b001)
                        green[r] <= 1'b1;
                    else
                        green <= 8'b0;
                    out <= {info[0 +: 8], 8'b0, green};
                    col <= 8'b00000001;
               end
               8'b00000001: begin
                    if(c == 3'b010)
                        green[r] <= 1'b1;
                    else
                        green <= 8'b0;
                    out <= {info[8 +: 8], 8'b0, green};
                    col <= 8'b10000000;
               end
               endcase
           assign row = col;
           disp_col c1( CLK, out, ST_CP, SH_CP, data);
endmodule
</file>
<file path="flow/run.sh">
#!/bin/bash
# OpenROAD 26Q1-2900-gdf79404cd8, Yosys 0.63+post, stock flow scripts
make -C /OpenROAD-flow-scripts/flow DESIGN_CONFIG=/design/flow/config.mk WORK_HOME=/design/flow/orfs finish
</file>
==> run summary <==
Implementation progress

The run finished with clean final reports. The final RePlAce weighted congestion stands at 0.851. The area inside the core boundary stands at 12,000 um2. The post-layout minimum cycle time stands at 2.54 ns. The HPWL after detailed placement stands at 6420 um. The number of antenna violations at the first check in global routing came to 0. The cell area after synthesis stands at 3710 um2. STA classifies the critical path endpoint as a primary output. The total die size stands at 12,800 um2. The data arrival time reported for the critical path is 1.34 ns. The aggregate global-route resource usage stands at 13.0%. The total negative slack for setup checks stands at 0 ns. The wire length of the first global-routing pass stands at 13,100 um.

The internal power contribution stands at 339 uW. The max capacitance violation total stands at 0. The clock network fraction of design power stands at 38.4%. The timer found 44 register pins that no clock reaches; their paths are not timed. The maximum ir drop on the vdd rail stands at 0.000131 V. Per the Yosys statistics, synthesis produced 352 cells. The count of standard-cell rows stands at 40. For this design, the slowest cell found on the critical path is edfxtp_1. The ratio of routed vias to standard cells stands at 5.04. The residual antenna-violating net count after detailed routing stands at 0. The routed layout reports a DRC error count of 0.

The chip height stands at 113 um. Per the final timing report, the hold violations number 0. The required time of the critical path stands at 4.80 ns. The via count stands at 2,886. The tightest min-delay check is of the register to register type.

After synthesis, flip-flops and latches occupy 48.3% of the total area. The post-CTS hold buffer count recorded in the log is 0. The first-pass iteration count of the detailed router stands at 4. The number of setup buffers added after CTS stands at 0.

After synthesis the netlist holds a flip-flop and latch count of 72. Per the GRT congestion report, total overflow comes to 0. STA classifies the critical path startpoint as a register. Averaged over all synthesized cells, the footprint is 10.5 um2. OpenROAD reports that the post-layout worst path occupies 42.3% of the period. According to the Yosys statistics, the synthesized design has a chip area of 3710 um2. The synthesis-to-layout area growth stands at 27.6%.

The final count of negative-setup-slack endpoints stands at 0. The total wire length stands at 7950 um. In this design, the largest share of critical-path delay is due to flip-flops. The worst setup path is of the register to primary output kind.

The boundary pin count stands at 84. The overall die width stands at 113 um. Across all stage logs, warnings added up to 31. Power spread over the standard cell area amounts to 87.7 nW/um2.

Looking at the clock tree report, the H-tree level count equals 1. The final routed wire length divided by cell count stands at 13.9 um. The number of antenna diodes in the final layout is 0.

Setup repair after global routing left no endpoint under its margin. The highest fanout seen on the critical path stands at 13. In this run the clock root is driven by a clkbuf_16.

The buffer and inverter count on the worst path stands at 1. Buffers placed on the I/O ports in this run total 81. The number of enable flip-flop cells stands at 35.

At the floorplan stage, the core utilization is reported as 30.9%. The count of mapped cells out of synthesis stands at 352. The portion of total power attributed to combinational logic stands at 16.3%. Of the cells placed in the final design, the portion with a size suffix greater than 1 is 4.93%. The switching component of the power was reported as 76.1 uW. The fraction of registers with async set or reset after synthesis stands at 0%. For the worst-skew pair, the clock arrives at the later sink with an insertion delay of 0.26 ns.

The count of final max-slew check failures stands at 0. The total of fill cells in the finished design stands at 1,150. Entering global routing, the biggest net connects 35 pins. The number of global-route vias before repair stands at 2,801. The Yosys step of the flow raised 5 warnings.

The synthesis report names the predominant flop master as dfxtp_1. The highest clock frequency the design can meet stands at 394 MHz. Counting distinct cell types in the post-synthesis netlist gives 49. TritonCTS built the clock tree. In the final layout, the multi-input gates occupy 1800 um2. On the worst path, the slowest cell contributes a delay of 0.55 ns. The number of buffers created by CTS stands at 3.

In this run, flip-flops and latches consume 45.3% of the power. At the pin with the least slew margin, the transition time is 0.699 ns. For reference, the critical path cell chain is clkdlybuf4s50_1. The post-cts sizing count stands at 0.

The footprint of the flip-flops and latches stands at 1790 um2. The violation tally recorded at the end of detailed-routing iteration 0 is 103. The clock passes through at most 2 buffers. The most critical hold endpoint after final layout shows a slack of 0.462 ns. The count of endpoints without a timing constraint stands at 84.

The worst clock skew stands at 0.00409 ns. The normalized max-slew margin stands at 53.3%. The clock slew at the register clock pins of the worst setup and hold paths stands at 0.06 ns. In this run switching power makes up 18.3% of total power.

The leakage power in the latest report is 0.00172 uW.
worst paths after layout:
path | depth (start not counted) | end | slack, ns | startpoint
worst max-delay path | 1 | SH_CP | 3.46 | c1.c1.y
worst min register to register | 1 | c1.c1.count[26] | 0.46 | c1.c1.count[26]
worst max register to register | 5 | c1.c1.count[23] | 4.12 | c1.c1.count[2]
worst min-delay path | 1 | c1.c1.count[26] | 0.46 | c1.c1.count[26]
power by group through the flow:
| stage | combinational [uW] | clock, uW | sequential [uW] |
|---|---|---|---|
| final | 67.6 | 159 | 188 |
| after global routing | 72.7 | 172 | 188 |
| after CTS | 68.3 | 163 | 188 |
cell families (layout without fill, tap and decap cells):
group | count (synthesis) | in the layout | synth area share [%]
and+or+nand+nor | 146 | 146 | 22.3
muxes | 6 | 6 | 3.34
other | 2 | 6 | 0.202
buffers and inverters | 29 | 99 | 3.68
xor gates and xnor gates | 30 | 30 | 7.08
adders and majority gates | 9 | 9 | 3.04
AOI/OAI and AO/OA | 58 | 58 | 12.0
DFF | 72 | 72 | 48.3
cell usage in the layout, fill, tap and decap left out, types with 3 or more instances in the layout:
cell	netlist	routed
a221oi_1	8	8
nor2_1	28	28
nor4_1	5	5
inv_1	12	12
clkbuf_16	0	3
and3_1	11	11
xnor2_1	19	19
a22oi_1	5	5
conb_1	2	6
nor2b_1	7	7
ha_1	9	9
edfxtp_1	35	35
mux4_2	5	5
nand2_1	18	18
a31oi_1	10	10
nand4_1	8	8
clkdlybuf4s50_1	0	81
nor4b_1	4	4
a21oi_1	7	7
xor2_1	11	11
a22o_1	14	14
nor3_1	25	25
o21ai_0	3	3
and2_1	7	7
nand3_1	16	16
dfxtp_1	37	37
layout make-up:
type	count	share of cell area [%]
Clock buffer	4	1.88
Multi-Input combinational cell	255	38.0
Timing Repair Buffer	83	17.5
Inverter	12	0.952
Sequential cell	72	37.9
Tap cell	147	3.89
metal layers:
metal  up-vias  global-route usage (%)  share of wire [%]
li1       1467                       -                  -
met1      1314                    19.4                 48
met2       101                    21.1                 45
met3         4                    2.46                6.1
met4         0                    1.23               0.54
met5         -                       0                  0
synth_stat cells (10+ instances only):
cell type | instances | share of area (%)
nor2_1 | 28 | 2.8
and3_1 | 11 | 1.9
dfxtp_1 | 37 | 20
a22o_1 | 14 | 3.3
a31oi_1 | 10 | 1.7
xor2_1 | 11 | 2.6
nand2_1 | 18 | 1.8
nor3_1 | 25 | 3.4
inv_1 | 12 | 1.2
xnor2_1 | 19 | 4.5
nand3_1 | 16 | 2.2
edfxtp_1 | 35 | 28
through the flow:
step / instance area, um2 / worst slack, ns / util [%] / cells / power (uW)
finish: 4730 / 3.46 / 39.4 / 573 / 415
global route: 4730 / 3.40 / 39.4 / 573 / 432
CTS: 4730 / 3.45 / 39.4 / 573 / 419
detailed placement: 4640 / 3.75 / 38.7 / 569 / 260
global placement: 4640 / 3.76 / 38.7 / 569 / 260
floorplan: 3720 / 4.34 / - / 356 / 209
registers in the layout, summed over array words and instances (netlist names):
| register | count |
|---|---|
| c1.c1.y | 1 |
| c1.c1.count | 27 |
| out | 17 |
| green | 8 |
| c1.in | 1 |
| c1.count | 8 |
| c1.ST_CP | 1 |
| c1.data | 1 |
| col | 8 |
Power and IR drop assume default switching activity.
