==> flow/design.v <==
`timescale 1ns / 1ps
module move(input logic CLK, input logic [3:0] dir, input logic en, input logic [2:0] head_c, head_r, tail_c, tail_r,
                output logic [2:0] hc, hr, tc, tr);
    always_ff @(posedge CLK) begin
        case(dir)
        3'b011: begin
            hr <= head_r + 1;
            hc <= head_c;
            tc <= tail_c;
            if(!en)
                tr <= tail_r + 1;
        end
        endcase
    end
endmodule
==> flow/run.sh <==
#!/bin/bash
# OpenROAD 26Q1-2900-gdf79404cd8, Yosys 0.63+post, stock flow scripts
make -C /OpenROAD-flow-scripts/flow DESIGN_CONFIG=/design/flow/config.mk WORK_HOME=/design/flow/orfs finish
==> flow/config.mk <==
export PLATFORM = sky130hd
export DESIGN_NAME = move
export DESIGN_NICKNAME = move
export VERILOG_FILES = /design/flow/design.v
export SDC_FILE = /design/flow/constraint.sdc
export NUM_CORES = 4
export LEC_CHECK = 1
export CORE_AREA = 10 10 72 72
export DIE_AREA = 0 0 82 82
==> flow/constraint.sdc <==
current_design move

set clk_period 1.4
set clk_io_pct 0.2

create_clock -name clk0 -period $clk_period [get_ports {CLK}]

set non_clock_inputs [all_inputs -no_clocks]
set_input_delay [expr $clk_period * $clk_io_pct] -clock clk0 $non_clock_inputs
set_output_delay [expr $clk_period * $clk_io_pct] -clock clk0 [all_outputs]
==> deck_impl_summary.md <==
Synthesis and Place & Route Summary

Pwr
  – PwrDens: 951 nW/µm²
  – Register share of total power: 0.514
  – Int Pwr: 665 µW
  – Lkg Pwr: 0.000297 µW
  – Clk pwr share: 0.383
  – Combinational Power Share: 0.103
  – Power Total: 801 µW
  – Sw power: 136 µW
  – Max VDD drop: 0.234 mV
  – Switching share of power: 0.170

Clock network
  – CTS resizes: 0
  – TritonCTS clock tree: built
  – TritonCTS buffer count: 3
  – Post-CTS setup buffers: 0
  – CTS max path bufs: 2
  – Clk root buf: clkbuf_8
  – Clock Sinks: 12
  – CTS Hold Buffers Added: 0
  – Clk pin slew, worst setup/hold paths: 50 ps
  – H-tree depth: 1

Detailed routing
  – Initial DRC Count: 12
  – Routed vias/inst: 2.87
  – Routed WL: 1.08 mm
  – Drt wl/cell: 10.4 µm
  – Routed vias: 298
  – DRT antenna net count: 0
  – N_diodes: 0
  – DRC errors left: 0
  – DRT Pass-1 Iters: 2

Synthesis
  – Seq share, synth: 0.835
  – Post-synth top area share: 0.835
  – FF+latch count, synth: 12
  – Post-synth top area cell: edfxtp_1
  – Aoi share: 0
  – Synthesized instance count: 21
  – Syn Std Cell Area: 432 µm²
  – Adder Area Share: 0.0580
  – MUX area fraction: 0
  – Simple share: 0.0493
  – Yosys cell count: 21
  – Cell variety after synth: 7
  – Syn Area/Cell: 20.6 µm²
  – Largest logic family: adder cells
  – Top cells by area: edfxtp_1 (83%), ha_1 (5.8%), xor2_1 (4.1%), nor4_2 (2.9%), inv_1 (1.7%)
  – YS chip area: 432 µm²
  – XOR/XNOR Area Share: 0.0406
  – Yosys warns: 1

Floorplanning
  – # IOs: 30
  – Cell Rows: 22
  – Die height: 82 µm
  – Core Box Area: 3690 µm²
  – Die X-Extent: 82 µm
  – Die area: 6720 µm²
  – FP Core Util: 0.117

Global routing
  – Gr usage total: 0.0326
  – GRT overflow: 0
  – Global-route wire length before repair: 1.63 mm
  – Initial antenna violation count: 0
  – Vias in the first global route: 364
  – Largest net degree at the start of global routing: 10

Worst setup path
  – Max stage delay cell, worst path: clkdlybuf4s50_1
  – Crit path cell chain: clkdlybuf4s50_1
  – Worst path max stage delay: 460 ps
  – Crit Path Class: flop to primary output
  – Crit Path Max Fanout: 1
  – Critical Path Start Type: flop
  – CP top delay family: buffers and inverters
  – Buffers & Inverters on Critical Path: 1
  – CP Data Arrival Time: 1030 ps
  – Critical Path RT: 1120 ps
  – CP endpoint kind: primary output

Place
  – Dpl cells: 100
  – GP Congestion: 0.690
  – Port Buffers: 29
  – Worst slack, placed: -86.3 ps
  – Post-DP HPWL: 968 µm

Finish
  – P&R area growth vs syn: 95.1%
  – Layout cells sized above 1: 0.107
  – Final cell count without fillers: 104
  – Logic area: 63.8 µm²
  – Fill count: 402
  – FF+latch area: 360 µm²

Run status
  – Status: completed

STA
  – Setup TNS: 0 ps
  – Period utilisation layout: 0.934
  – Slew margin rel.: 0.857
  – Setup violations, final: 0
  – Slew Limit Fails: 0
  – RSZ-0062 raised after global routing: false
  – Worst-Margin Slew: 213 ps
  – Fin crit period: 1310 ps
  – Hold Vio Cnt, Final: 0
  – Final setup margin: 92.9 ps
  – Hold_ws: 602 ps
  – Fmax: 765 MHz

Job
  – Max-cap violations: 0
  – Count of tool warnings: 25

Hold path
  – Worst min-delay path class: primary input to flop
## state kept, by name, indices dropped and copies added (netlist names)
register and flops:
hc 3, hr 3, tc 3, tr 3
## power groups by stage
stage	Combinational, µW	Sequential (µW)	Clock (µW)
5_1_grt	90.5	412	344
4_1_cts	84.7	412	324
6_report	82.3	412	307
## per-layer routing
layer | GRT usage | share of wire
met4 | 0.00680 | 0.0093
met2 | 0.0541 | 0.49
met5 | 0 | 0
met3 | 0.0275 | 0.17
met1 | 0.0302 | 0.33
## synth_stat cells
cell       n
ha_1       2
nand2_1    1
nor4_2     1
xor2_1     2
inv_1      2
nor3_1     1
edfxtp_1  12
## final cells by class
cell class,count,share of cell area
clock buffers,3,0.0490
clock inverters,1,0.00446
inverters,2,0.00892
multi-input cells,7,0.0758
flip-flops and latches,12,0.428
well taps,48,0.0713
repair buffers,31,0.363
## placed cells by master, fill, tap and decap left out
master           instances
nand2_1                  1
clkbuf_8                 3
nor3_1                   1
inv_1                    2
ha_1                     2
edfxtp_1                12
buf_4                    2
clkinv_1                 1
clkdlybuf4s50_1         29
nor4_2                   1
xor2_1                   2
## path summary, 6_finish.rpt
check,start,endpoint,slack (ps),cells past startpoint
setup / recovery,tc[2],tc[2],90,1
hold / removal,tail_c[0],tc[0],600,1
## logic make-up (layout without fill, tap and decap cells)
family,count (synthesis),after routing
flops,12,12
simple gates,3,3
fa+ha+maj,2,2
xor+xnor,2,2
buf+inv,2,37
## through the flow
step,util,area (µm²)
2_1_floorplan,-,432
3_3_place_gp,0.216,797
3_5_place_dp,0.216,797
4_1_cts,0.228,842
5_1_grt,0.228,842
6_report,0.228,842
No activity file was given, so power comes from the tool's default toggle rates.
